==> flow/design.v <==
module sixteenTOone_mux
	(
	input logic [15:0] a0,
	input logic [15:0] a1,
	input logic [15:0] a2,
	input logic [15:0] a3,	
	input logic [15:0] a4,
	input logic [15:0] a5,
	input logic [15:0] a6,
	input logic [15:0] a7,
	input logic [15:0] a8,
	input logic [15:0] a9,
	input logic [15:0] a10,
	input logic [15:0] a11,
	input logic [15:0] a12,
	input logic [15:0] a13,
	input logic [15:0] a14,
	input logic [15:0] a15,
	input logic [3:0] sel,
	output logic [15:0] out
	);
	assign out = sel[3] ? (sel[2] ? (sel[1] ? (sel[0] ? a15 : a14) : (sel[0] ? a13 : a12)) : (sel[1] ? (sel[0] ? a11 : a10) : (sel[0] ? a9 : a8))) : (sel[2] ? (sel[1] ? (sel[0] ? a7 : a6) : (sel[0] ? a5 : a4)) : (sel[1] ? (sel[0] ? a3 : a2) : (sel[0] ? a1 : a0)));  
endmodule
==> flow/run.sh <==
#!/bin/bash
# OpenROAD 26Q1-2900-gdf79404cd8, Yosys 0.63+post, stock flow scripts
make -C /OpenROAD-flow-scripts/flow DESIGN_CONFIG=/design/flow/config.mk WORK_HOME=/design/flow/orfs finish
==> flow/config.mk <==
export PLATFORM = sky130hd
export DESIGN_NAME = sixteenTOone_mux
export DESIGN_NICKNAME = sixteenTOone_mux
export VERILOG_FILES = /design/flow/design.v
export SDC_FILE = /design/flow/constraint.sdc
export NUM_CORES = 4
export LEC_CHECK = 1
export CORE_AREA = 10 10 145 145
export DIE_AREA = 0 0 155 155
==> flow/constraint.sdc <==
current_design sixteenTOone_mux

set clk_period 1.8
set clk_io_pct 0.2

create_clock -name clk0 -period $clk_period

set non_clock_inputs [all_inputs -no_clocks]
set_input_delay [expr $clk_period * $clk_io_pct] -clock clk0 $non_clock_inputs
set_output_delay [expr $clk_period * $clk_io_pct] -clock clk0 [all_outputs]
==> qor.csv <==
metric,value,unit
p_leak,2.17,nW
port-buffer-count,276,
route.final.wire_length,15500,um
synth.most_common_cell,mux4_2,
post_drt_via_cell_ratio,4.18,
detail_route.first_pass.iterations,4,
nClkBuffers,0,
end_kind,primary output,
stdcell_area,0.00565,mm^2
die_w,155,um
antenna_found_initial,1,
synth.yosys.chip_area,0.00193,mm^2
yosys.cell_types.count,11,
wl_per_cell,22.6,um
layout_setup_ws,-0.334,ns
route.antenna.remaining_nets,0,
fp_util,10.8,%
initialDrtViolationCount,99,
delay_of_the_slowest_cell_on_the_worst_path,0.51,ns
detailroute.via_count,2877,
critical_path.top_delay_family,buffers and inverters,
netlist_instances,137,
p_per_area,234,mW/mm^2
cts.hold.buffers_added,0,
fmax,0.469,GHz
io-pin-count,276,
gr-total-overflow,0,
synth_area_leader_cell,mux4_2,
largest_cells_by_area_after_synthesis,"mux4_2 63%, mux4_1 14%, a22oi_1 12%, nand2_1 3.1%, buf_6 2.3%",
global_route.usage.total,12.7,%
buffers_inverters_on_critical_path,6,
grt_first_pass_wirelength,22600,um
post-synth-top-area-fraction,62.9,%
synth_warnings,0,
critical_path_required,1.44,ns
chip_area,0.0240,mm^2
grt_pass1_vias,3475,
path_cells,buf_12 > buf_12 > buf_12 > buf_6 > mux4_2 > a22oi_2 > buf_6 > nand2_2 > buf_6,
critical_path_class,in2out,
dp_hpwl,13500,um
synthesis.area,0.00193,mm^2
report.final.setup_viol,16,
cp-start-kind,input pin,
drc,0,
synth_area_per_cell,14.1,um^2
seq_area,0,um^2
pin_count_of_the_biggest_net_entering_global_routing,39,
layout_cell_share_with_drive_strength_beyond_1,38.9,%
grt_setup_unrepaired,yes,
routabilityCongestion,0.866,
ys_seq_share,0,%
violations_in_the_final_reports,setup timing,
max_cap_violations,0,
worst-slew-pin-transition,0.247,ns
ir_drop,123,uV
comb_area,0.00191,mm^2
outcome,finished with violations,
min_path_type,in2out,
maxSlewViolCount,0,
timing.critical_path.fanout_max,6,
dp_slack,-0.828,ns
wp_data_arrival,1.77,ns
period_used_share,119,%
total_power,1.32,mW
cell_area_after_placement,0.00518,mm^2
area_of_the_core,0.0180,mm^2
final_hold_viol_count,0,
syn2layout_area_growth,192,%
die-height,155,um
top_cells_by_count,"54 x mux4_2, 32 x a22oi_1, 16 x nand2_1",
layout.filler_cells,1785,
yosysCellCount,137,
hold-worst-slack,1.29,ns
seq_cell_count,0,
tool_warnings,34,
final_min_period,2.13,ns
worst_path_max_delay_cell,mux4_2,
max_slew_headroom,83.5,%
placementRows,49,
[kinds of logic after synthesis]
| family | count (synthesis) | share of synthesized area, % |
|---|---|---|
| and+or+nand+nor | 20 | 4.27 |
| muxes | 64 | 76.5 |
| AOI/OAI and AO/OA | 32 | 12.4 |
| buffers and inverters | 21 | 6.80 |
[what timing repair did]
item                                   CTS  global route
cloned                                   2             0
gates resized                          143            24
buffers inserted                        29             8
pin swaps                               33            10
endpoints found under the hold margin    0             0
setup endpoints to repair               16            16
[report_power, final]
part / internal, mW / switching [mW]
sequential: 0 / 0
combinational: 0.947 / 0.372
clock: 0.0000000748 / 0
[cell usage in the layout, fill, tap and decap left out]
master / instances
nor2_1: 1
dlymetal6s2s_1: 9
buf_8: 5
buf_6: 21
mux4_2: 63
a22oi_2: 26
nand2_2: 3
a22oi_1: 6
buf_4: 29
mux4_1: 1
buf_12: 13
dlygate4sd2_1: 21
nor2b_2: 2
clkdlybuf4s50_1: 228
diode_2: 1
clkbuf_2: 1
and2_1: 1
nand2_1: 13
buf_2: 15
[cell type report]
class | count | area share, %
antenna | 1 | 0.0443
multi-input combinational | 116 | 33.8
tap | 229 | 5.07
timing repair buffer | 342 | 61.1
[final timing paths]
kind                  startpoint      end  slack, ns  cells after the start
worst max-delay path      sel[0]   out[7]      -0.33                      9
worst min-delay path      a3[14]  out[14]       1.29                      5
[routing by layer]
metal / global-route usage (%) / vias up / share of wire [%]
li1: - / 1295 / -
met1: 15.5 / 1371 / 38
met2: 22.1 / 199 / 51
met3: 4.67 / 12 / 10
met4: 0.720 / 0 / 0.99
met5: 0 / - / 0
[stage by stage]
stage | util, % | setup TNS, ns | std cells
2_1_floorplan | - | 0 | 137
3_3_place_gp | 28.8 | -10.94 | 654
3_5_place_dp | 28.8 | -10.91 | 654
4_1_cts | 31.2 | -4.83 | 684
5_1_grt | 31.4 | -5.19 | 687
6_report | 31.4 | -4.07 | 688
No activity file was given, so power comes from the tool's default toggle rates.
