[flow/run.sh]
#!/bin/bash
# OpenROAD 26Q1-2900-gdf79404cd8, Yosys 0.63+post, stock flow scripts
make -C /OpenROAD-flow-scripts/flow DESIGN_CONFIG=/design/flow/config.mk WORK_HOME=/design/flow/orfs finish
[flow/config.mk]
export PLATFORM = sky130hd
export DESIGN_NAME = registerfile
export DESIGN_NICKNAME = registerfile
export VERILOG_FILES = /design/flow/design.v
export SDC_FILE = /design/flow/constraint.sdc
export NUM_CORES = 4
export LEC_CHECK = 1
export CORE_UTILIZATION = 40
[flow/constraint.sdc]
current_design registerfile

set clk_period 3.0
set clk_io_pct 0.2

create_clock -name clk0 -period $clk_period [get_ports {clk}]

set non_clock_inputs [all_inputs -no_clocks]
set_input_delay [expr $clk_period * $clk_io_pct] -clock clk0 $non_clock_inputs
set_output_delay [expr $clk_period * $clk_io_pct] -clock clk0 [all_outputs]
[flow/design.v]
module registerfile(
	output logic [15:0]rd1,rd2,  
	input logic clk,we3,  
	input logic [3:0]ra1,ra2,wa3,  
	input logic [15:0]wd3  
	);
	reg [15:0] rf[15:0];
	always_ff@(posedge clk)begin
		if(we3)begin 
			rf[wa3] <= wd3;
		end
	end
	assign rd1 = (ra1 != 0) ? rf[ra1] : 0;
	assign rd2 = (ra2 != 0) ? rf[ra2] : 0;
endmodule
==> impl_metrics.sql <==
-- physical implementation figures
INSERT INTO impl_metrics (metric_group, metric, value, unit) VALUES
('finish', 'largest_reg_flops', '240', ''),
('placement', 'gp_routability_congestion', '0.872', ''),
('critical_path', 'worst_path_most_repeated_cell', 'sky130_fd_sc_hd__buf_4', ''),
('synth', 'synth.area.top_cells', 'sky130_fd_sc_hd__edfxtp_1, sky130_fd_sc_hd__mux4_2, sky130_fd_sc_hd__mux2i_1', ''),
('die', 'initCoreUtil', '41.1', '%'),
('synth', 'number_of_distinct_library_cell_variants_in_the_gate_level_netlist_after_synthesis', '32', ''),
('critical_path', 'worst_path_largest_cell_delay', '0.50', 'ns'),
('clock_tree', 'clock_sinks', '240', ''),
('finish', 'final_core_util', '50.7', '%'),
('global_routing', 'use_met3', '12.7', '%'),
('clock_tree', 'number_of_buffers_added_to_fix_hold_violations_after_cts', '0', ''),
('critical_path', 'cp_cell_sequence', 'buf_4, buf_4, buf_12, mux4_2, o221a_2, clkdlybuf4s50_1', ''),
('power', 'power.ir.vdd_worst', '0.426', 'mV'),
('critical_path', 'max_stage_delay_cell_worst_path', 'sky130_fd_sc_hd__mux4_2', ''),
('clock_tree', 'number_of_buffers_inserted_during_clock_tree_synthesis', '27', ''),
('finish', 'n_fill_cell', '2159', ''),
('power', 'cellLeakagePower', '4.65', 'nW'),
('synth', 'synth.yosys.chip_area', '0.0112', 'mm^2'),
('placement', 'io_buffer_count', '61', ''),
('sta', 'worst_slew_margin_rel', '61.4', '%'),
('synth', 'syn-instance-count', '613', ''),
('sta', 'finalSetupViolCount', '0', ''),
('power', 'power-per-cell-area', '561', 'mW/mm^2'),
('critical_path', 'critical_path.endpoint_type', 'output port', ''),
('finish', 'drive_above_1_share', '36.6', '%'),
('sta', 'hold-worst-slack', '0.977', 'ns'),
('global_routing', 'use_met1', '29.1', '%'),
('global_routing', 'vias_in_the_first_global_route', '7393', ''),
('sta', 'final-max-slew-violation-count', '0', ''),
('critical_path', 'worst-endpoint-required', '2.40', 'ns'),
('critical_path', 'crit_family', 'buffers and inverters', ''),
('route', 'postRouteAntennaNets', '0', ''),
('synth', 'synth_dominant_cell_count', 'sky130_fd_sc_hd__edfxtp_1', ''),
('global_routing', 'grt_first_pass_wirelength', '43700', 'um'),
('sta', 'maximum_clock_frequency', '339', 'MHz'),
('synth', 'yosys-stat-cells', '613', ''),
('critical_path', 'critPathMaxFanout', '8', ''),
('global_routing', 'grt_util_met2', '35.4', '%'),
('route', 'drt-wirelength-per-cell', '25.6', 'um'),
('die', 'num_io_pins', '62', ''),
('clock_tree', 'cts-root-to-sink-buffers', '3', ''),
('clock_tree', 'clkTransAtPathRegs', '0.06', 'ns'),
('synth', 'largest_area_cell', 'sky130_fd_sc_hd__edfxtp_1', ''),
('route', 'antenna_cells_inserted', '0', ''),
('global_routing', 'globalRoute.totalOverflow', '0', ''),
('die', 'rows', '60', ''),
('synth', 'synth_area_per_cell', '18.3', 'um^2'),
('critical_path', 'worst-endpoint-arrival', '2.35', 'ns'),
('sta', 'min_period_over_period', '98.3', '%'),
('route', 'remaining_drc_errors', '0', ''),
('die', 'die_w', '169', 'um'),
('die', 'dieHeight', '169', 'um'),
('route', 'wl', '28900', 'um'),
('global_routing', 'grt_max_degree', '23', ''),
('finish', 'max_flop_register', 'rf', ''),
('die', 'chip_area', '0.0287', 'mm^2'),
('synth', 'ff_type', 'sky130_fd_sc_hd__edfxtp_1', ''),
('clock_tree', 'clock_tree_from_tritoncts', 'built', ''),
('run', 'drv_cap', '0', ''),
('route', 'dr.pass1.iters', '7', ''),
('outcome', 'status', 'finished clean', ''),
('sta', 'period_minus_slack', '2.95', 'ns'),
('hold_path', 'hold_path_class', 'input port to flip-flop', ''),
('synth', 'seq_cells_post_synth', '240', ''),
('clock_tree', 'htreeDepth', '1', ''),
('route', 'route.detailed.vias_per_inst', '5.89', ''),
('global_routing', 'busiest_layer', 'met2', ''),
('route', 'initialDrtViolationCount', '392', ''),
('critical_path', 'crit_buf_inv', '4', ''),
('critical_path', 'worst_setup_path_start_kind', 'input port', ''),
('synth', 'enable_flop_cells', '240', '');
[layer usage]
metal | vias to the layer above | wire [um]
li1 | 2878 | -
met1 | 3316 | 10400
met2 | 387 | 14100
met3 | 52 | 3710
met4 | 0 | 670
met5 | - | 0
[metrics by stage]
stage / TNS (ns) / setup WS (ns) / cells / instance area (um^2)
3_5_place_dp: -6.11 / -0.428 / 1071 / 12700
3_3_place_gp: -6.44 / -0.452 / 1071 / 12700
5_1_grt: 0 / 0.00120 / 1127 / 13800
2_1_floorplan: 0 / 0.618 / 613 / 11200
6_report: 0 / 0.0503 / 1127 / 13800
4_1_cts: 0 / 0.0000999 / 1120 / 13700
[path summary, 6_finish.rpt]
| kind | from | endpoint | slack (ns) | cells past startpoint |
|---|---|---|---|---|
| worst max-delay path | ra1[1] | rd1[6] | 0.05 | 6 |
| worst min-delay path | wd3[7] | rf[4][7] | 0.98 | 1 |
[where the power goes]
| part | internal, mW | total (mW) | leakage [nW] | switching [mW] |
|---|---|---|---|---|
| logic | 0.425 | 0.803 | 2.08 | 0.379 |
| registers | 3.76 | 3.79 | 2.17 | 0.0289 |
| clock network | 1.90 | 3.15 | 0.407 | 1.25 |
| total | 6.09 | 7.74 | 4.65 | 1.65 |
[cells by family after synthesis]
family	share of synthesized area (%)
simple gates	1.89
buf+inv	2.71
flops	64.3
mux	23.9
compound gates	7.24
[layout make-up]
type	instances	area, um^2	share of cell area, %
Clock inverter	14	139	1.01
Clock buffer	35	706	5.11
Inverter	1	3.75	0.0272
Tap cell	372	465	3.37
Timing Repair Buffer	144	1370	9.95
Multi-Input combinational cell	321	3910	28.3
Sequential cell	240	7210	52.2
[placed cells by master, fill, tap and decap left out, drive strengths merged, types with 3 or more instances in the layout]
cell type	n
a22oi	13
o21ai	3
clkdlybuf4s50	53
nand2b	4
bufinv	3
a21oi	27
o221a	14
clkinv	10
mux2i	77
edfxtp	240
nor3	4
nor2	14
clkbuf	39
buf	87
mux2	31
a221o	13
nor2b	3
nand2	8
mux4	69
a221oi	30
[timing repair]
| item | in CTS | in global routing |
|---|---|---|
| setup buffers | 0 | 6 |
| resized | 25 | 14 |
| pin swaps | 0 | 0 |
| setup endpoints to repair | 19 | 27 |
| cloned | 0 | 1 |
Power figures rest on the tool's default switching activity, not on a simulated workload.
