File: design/flow/run.sh
#!/bin/bash
# OpenROAD 26Q1-2900-gdf79404cd8, Yosys 0.63+post, stock flow scripts
make -C /OpenROAD-flow-scripts/flow DESIGN_CONFIG=/design/flow/config.mk WORK_HOME=/design/flow/orfs finish
File: design/flow/config.mk
export PLATFORM = sky130hd
export DESIGN_NAME = eightTOone_mux
export DESIGN_NICKNAME = eightTOone_mux
export VERILOG_FILES = /design/flow/design.v
export SDC_FILE = /design/flow/constraint.sdc
export NUM_CORES = 4
export LEC_CHECK = 1
export CORE_AREA = 10 10 84 84
export DIE_AREA = 0 0 94 94
File: design/flow/constraint.sdc
current_design eightTOone_mux

set clk_period 2.5
set clk_io_pct 0.2

create_clock -name clk0 -period $clk_period

set non_clock_inputs [all_inputs -no_clocks]
set_input_delay [expr $clk_period * $clk_io_pct] -clock clk0 $non_clock_inputs
set_output_delay [expr $clk_period * $clk_io_pct] -clock clk0 [all_outputs]
File: design/flow/design.v
module eightTOone_mux
	(
	input logic [15:0] a0,
	input logic [15:0] a1,
	input logic [15:0] a2,
	input logic [15:0] a3,	
	input logic [15:0] a4,
	input logic [15:0] a5,
	input logic [15:0] a6,
	input logic [15:0] a7,
	input logic [2:0] sel,
	output logic [15:0] out
	);
	assign out = sel[2] ? (sel[1] ? (sel[0] ? a7 : a6) : (sel[0] ? a5 : a4)) : (sel[1] ? (sel[0] ? a3 : a2) : (sel[0] ? a1 : a0)); 
endmodule
==> reports/qor.yml <==
status: "finished clean"
netlist_area_um2: 1070
maxSlewViolCount: 0
required_ps: 2000
utilization_pct: 51.0
grt_pass1_wl_mm: 8.83
synth_cells: 57
fin_tns_setup_ps: 0
drc: 0
warnings: 33
cpMaxStageDelayCell: "mux4_2"
flop_area_um2: 0
stdcell_area_um2: 2650
period_used_pct: 97.2
overflow: 0
hold_violations: 0
ys_cells: 57
die_y_um: 94
pre_cts_ws_ps: -319
rsz0062_at_grt: "false"
sw_frac_of_total_pct: 22.2
worstPathCellList: "clkdlybuf4s50_1 -> mux4_2 -> mux2_2 -> dlygate4sd2_1"
seq_cell_count: 0
coreArea_um2: 5200
first_pass_iters: 4
crit_fanout: 1
drtIter0Drc: 49
netlist.area_leader.share_pct: 68.7
cp.arrival_ps: 1930
leakage_nw: 1.02
nClkBuffers: 0
hpwlAfterDp_mm: 5.02
p_comb_share_pct: 100.0
syn_to_final_growth_pct: 148
n_antenna_cell: 0
num_vias: 1283
yosysMostFrequentCell: "mux4_1"
drt-wirelength-per-cell_um: 21.2
numPortBuffers: 147
slowest_delay_ps: 470
hp-class: "primary input to output pin"
criticalPathCategory: "primary input to output pin"
grt_max_degree: 19
largest_area_cell: "mux4_1"
ys_top_cells_by_count: "28 x mux4_1, 16 x mux2_2, 4 x buf_6, 4 x mux4_2"
gp_congestion: 0.760
postSynthSeqShare_pct: 0
critPathLaunch: "a0[1]"
yosys_warnings: 0
crit_end: "out[1]"
ys_types: 7
cts_hold_buf: 0
layout-drive-gt1-share_pct: 28.7
grt_pass1_vias: 1571
period_minus_slack_ps: 2430
vdd_ir_drop_max_mv: 0.0771
ant_nets: 0
std_cell_rows: 26
tightest_slew_ps: 166
crit_path_start_kind: "primary input"
pwr-share-seq_pct: 0
critPathCaptureType: "output pin"
chipArea_um2: 8840
viasPerCell: 4.60
power_density_nw_per_um2: 168
p_int_mw: 0.346
ioPinCount: 147
die_w_um: 94
max_freq_ghz: 0.411
grt_antenna_before_repair: 0
p_switching_mw: 0.0987
place_area_um2: 2650
setup_viol: 0
avgSynthCellArea_um2: 18.8
fp_util_pct: 20.6
wl_mm: 5.91
grt_usage_pct: 13.0
drv_cap: 0
slew_headroom_pct: 88.9
clkPwrFrac_pct: 0
top_cells_by_area: "mux4_1 69%, mux2_2 17%, mux4_2 8.4%"
finalWorstSetupSlack_ps: 69.7
yosys_area_um2: 1070
[cell families after synthesis]
family	count (synthesis)	share of synthesized area, %
multiplexers	48	93.9
buffers and inverters	9	6.07
[metal layers]
| metal | share of wire [%] | vias to the layer above | global-route usage [%] | routed length (µm) |
|---|---|---|---|---|
| met2 | 46 | 107 | 19.9 | 2700 |
| met4 | 0.36 | 0 | 0.506 | 21 |
| met1 | 40 | 591 | 16.9 | 2350 |
| met3 | 14 | 2 | 7.03 | 834 |
| li1 | - | 583 | - | - |
| met5 | 0 | - | 0 | 0 |
[what timing repair did]
action | CTS | global route
gates resized | 57 | 2
endpoints found under the setup margin | 16 | 2
gates cloned | 1 | 0
buffers inserted | 2 | 4
[worst min-delay path by stage]
stage | from | endpoint | slack [ps] | cells after the start
CTS | a4[13] | out[13] | 1760 | 4
global route | sel[0] | out[12] | 1730 | 5
finish | sel[0] | out[12] | 1690 | 5
[critical path, delay by kind of cell]
family / cells / cell delay [ps]
mux: 2 / 740
buf+inv: 2 / 690
[through the flow]
stage / hold WS (ps) / power (mW) / std cells
floorplan: 1220 / 0.136 / 57
global placement: 2130 / 0.429 / 272
detailed placement: 2140 / 0.433 / 272
CTS: 1760 / 0.444 / 275
global route: 1730 / 0.476 / 279
finish: 1690 / 0.445 / 279
[power by group through the flow]
stage	registers, mW	logic, mW	clock network (mW)
after CTS	0	0.444	0
after global routing	0	0.476	0
final	0	0.445	0
[area by class of cell]
type               instances  area (µm²)
fillers                  463        2550
multi-input cells         48         938
well taps                 70        87.6
repair buffers           161        1630
[cell usage in the layout, fill, tap and decap left out]
cell / count
buf_12: 4
buf_16: 1
buf_4: 8
buf_6: 2
clkdlybuf4s50_1: 123
dlygate4sd2_1: 22
dlymetal6s2s_1: 1
mux2_2: 9
mux2_4: 7
mux4_1: 3
mux4_2: 29
Power figures rest on the tool's default switching activity, not on a simulated workload.
